[/design/flow/config.mk]
export PLATFORM = sky130hd
export DESIGN_NAME = AHB_TO_APB
export DESIGN_NICKNAME = AHB_TO_APB
export VERILOG_FILES = /design/flow/design.v
export SDC_FILE = /design/flow/constraint.sdc
export NUM_CORES = 4
export LEC_CHECK = 1
export CORE_UTILIZATION = 30
[/design/flow/constraint.sdc]
current_design AHB_TO_APB

set clk_period 5.5
set clk_io_pct 0.2

create_clock -name clk0 -period $clk_period [get_ports {HCLK}]

set non_clock_inputs [all_inputs -no_clocks]
set_input_delay [expr $clk_period * $clk_io_pct] -clock clk0 $non_clock_inputs
set_output_delay [expr $clk_period * $clk_io_pct] -clock clk0 [all_outputs]
[/design/flow/design.v]
module AHB_TO_APB#(
    parameter   ADDRWIDTH = 16,
    parameter   WRITE_REG = 1,
    parameter   READ_REG = 1
)
(
    input                       HCLK,
    input                       HRESETn,
    input                       PCLKEN,      
    input                       HWRITE,
    input       [31:0]          HWDATA,
    input       [ADDRWIDTH-1:0] HADDR,
    output      [31:0]          HRDATA,
    input       [2:0]           HSIZE,           
    input       [3:0]           HPROT,           
    input                       HSEL,
    input       [1:0]           HTRANS,
    input                       HREADY,          
    output      [1:0]           HRESP,           
    output                      HREADYOUT,
    output                      PWRITE,
    output      [ADDRWIDTH-1:0] PADDR,
    output      [31:0]          PWDATA,
    input       [31:0]          PRDATA,
    output      [3:0]           PSTRB,
    output                      PENABLE,
    output                      PSEL,
    input                       PSLVERR,
    output      [2:0]           PPROT,
    input                       PREADY           
);
    wire    wdata_reg_cfg = (WRITE_REG==1) ? 1 :0;
    wire    rdata_reg_cfg = (READ_REG==1) ? 1 :0;
    reg         [2:0]           nstate;        
    reg         [2:0]           cstate;
    wire    apb_sel = HSEL & HTRANS[1] & HREADY ;  
    wire    apb_tran_done = PREADY & (cstate == 3'b011);  
    reg                         hwrite_reg;
    reg         [ADDRWIDTH-1:0] haddr_reg;
    reg         [2:0]           pprot_reg;
    wire        [2:0]           pprot_next;
    assign pprot_next[0] = HPROT[1];         
    assign pprot_next[1] = 1'b0;             
    assign pprot_next[2] = !HPROT[0];        
    reg         [3:0]           pstrb_reg;
    wire        [3:0]           pstrb_next;
    assign  pstrb_next[0]  = HWRITE & (HSIZE[1] | (HSIZE[0]&~HADDR[1]) | (~HSIZE[0]&(HADDR[1:0]==2'b00)));
    assign  pstrb_next[1]  = HWRITE & (HSIZE[1] | (HSIZE[0]&~HADDR[1]) | (~HSIZE[0]&(HADDR[1:0]==2'b01)));
    assign  pstrb_next[2]  = HWRITE & (HSIZE[1] | (HSIZE[0]& HADDR[1]) | (~HSIZE[0]&(HADDR[1:0]==2'b10)));
    assign  pstrb_next[3]  = HWRITE & (HSIZE[1] | (HSIZE[0]& HADDR[1]) | (~HSIZE[0]&(HADDR[1:0]==2'b11)));
    always @(posedge HCLK or negedge HRESETn) begin
        if(!HRESETn) begin
            hwrite_reg <= 0;
            haddr_reg <= 0;
            pstrb_reg <= 0;
            pprot_reg <= 0;
        end
        else if(apb_sel) begin
            hwrite_reg <= HWRITE;
            haddr_reg <= HADDR;
            pstrb_reg <= pstrb_next;
            pprot_reg <= pprot_next;
        end
    end
    reg     sample_wdata_reg;
    wire    sample_wdata_set = apb_sel & HWRITE & wdata_reg_cfg ;
    wire    sample_wdata_clr = sample_wdata_reg & PCLKEN ; 
    always @(posedge HCLK or negedge HRESETn) begin
        if(!HRESETn)
            sample_wdata_reg <= 0;
        else if(sample_wdata_set | sample_wdata_clr)
            sample_wdata_reg <= sample_wdata_set;
    end
    reg     [31:0]          hwdata_reg;
    always @(posedge HCLK or negedge HRESETn) begin
        if(!HRESETn)
            hwdata_reg <= 0;
        else if(sample_wdata_reg & wdata_reg_cfg & PCLKEN)
            hwdata_reg <= HWDATA;
    end
    reg     [31:0]          prdata_reg;
    always @(posedge HCLK or negedge HRESETn) begin
        if(!HRESETn)
            prdata_reg <= 0;
        else if(apb_tran_done & rdata_reg_cfg & PCLKEN)
            prdata_reg <= PRDATA;
    end 
    always @(posedge HCLK or negedge HRESETn) begin
        if(!HRESETn) 
            cstate <= 3'b000;
        else    
            cstate <= nstate;
    end
    always @(cstate or PCLKEN or apb_sel or HWRITE or wdata_reg_cfg or rdata_reg_cfg or PSLVERR or PREADY )begin
        case (cstate)
            3'b000: begin
                if(PCLKEN & apb_sel & ~(wdata_reg_cfg & HWRITE))
                    nstate = 3'b010 ;   
                else if(apb_sel)
                    nstate = 3'b001;     
                else 
                    nstate = 3'b000;
            end
            3'b001: begin
                if(PCLKEN)
                    nstate = 3'b010;    
                else
                    nstate = 3'b001;
            end
            3'b010: begin
                if(PCLKEN)
                    nstate = 3'b011;    
                else
                    nstate = 3'b010;    
            end
            3'b011: begin
                if(PSLVERR & PREADY & PCLKEN)  
                    nstate = 3'b101;
                else if((!PSLVERR) & PREADY & PCLKEN) begin
                    if(rdata_reg_cfg)        
                        nstate = 3'b100;
                    else if(apb_sel) begin         
                        if(wdata_reg_cfg == 1)
                            nstate = 3'b001;        
                        else 
                            nstate = 3'b010;       
                    end
                    else 
                        nstate = 3'b000;      
                end
                else nstate = 3'b011;
            end
            3'b100: begin
                if(apb_sel & PCLKEN & !(HWRITE & wdata_reg_cfg))          
                    nstate = 3'b010;
                else if(apb_sel)
                    nstate = 3'b001;
                else 
                    nstate = 3'b000;
            end
            3'b101: begin
                nstate = 3'b110;
            end
            3'b110: begin
                 if(apb_sel & PCLKEN & !(HWRITE & wdata_reg_cfg))          
                    nstate = 3'b010;
                else if(apb_sel)
                    nstate = 3'b001;
                else 
                    nstate = 3'b000;               
            end
        endcase
    end
    assign HRDATA = rdata_reg_cfg ? prdata_reg : PRDATA; 
    assign PWDATA = wdata_reg_cfg ? hwdata_reg : HWDATA;
    assign PWRITE = hwrite_reg;
    assign PADDR = haddr_reg;
    assign PSTRB = pstrb_reg;
    assign PPROT = pprot_reg;
    assign HRESP[0] = ((cstate == 3'b101) | (cstate == 3'b110)) ? 1 : 0; 
    assign HRESP[1] = 0;
    assign HREADYOUT = (cstate == 3'b000)                       ? 1 :
                       ((cstate == 3'b001) | (cstate ==3'b010)) ? 0 :
                       (cstate == 3'b011)                      ? (~rdata_reg_cfg & (~PSLVERR) & PREADY & PCLKEN) :
                       (cstate == 3'b100)                      ? 1 :
                       (cstate == 3'b101)                     ? 0 :
                       (cstate == 3'b110)                     ? 1 : 1'bx;
    assign PENABLE = (cstate == 3'b011) ; 
    assign PSEL= ((cstate == 3'b010) | (cstate == 3'b011));
endmodule
[/design/flow/run.sh]
#!/bin/bash
# OpenROAD 26Q1-2900-gdf79404cd8, Yosys 0.63+post, stock flow scripts
make -C /OpenROAD-flow-scripts/flow DESIGN_CONFIG=/design/flow/config.mk WORK_HOME=/design/flow/orfs finish
==> run summary <==
impl run done, here's what came out: final instance area=between 6000 and 7000 um^2, most numerous logic cell after layout=clkdlybuf4s50_1, Slowest-stage cell, CP=clkdlybuf4s50_1, first-pass GRT wire length=between 10 and 15 mm, clock latency (worst-skew pair)=0.33 ns, CTS Hold Bufs=0, clock share of power=between 30% and 40%, Worst Tran Pin Value=approximately 0.76 ns, initial antenna violation count=0, critical path arrival=~1.8 ns, Die ar.=between 10000 and 15000 um^2, Hold Path End=haddr_reg[4], Setup crit end kind=output port, Initial DRC Count=between 100 and 150, H-tree depth=3, # diodes=0, grt ovf=0, max cap viols=0, Pins Over Slew Limit=0, FF-to-FF Start=cstate[0], drt total wl=~8.4 mm, minimum clock period after layout=roughly 2.9 ns, hold depth=2, Detailed Place HPWL=5.91 mm, Synth flops=94, Place WS=between 2 and 2.5 ns, crit path kind=reg2out, GRT Max-Usage Layer=met1, worst reg-to-reg path cell count=3, Tot Pwr=between 1.5 and 2 mW, Placed Cells incl. Taps=slightly above 600, total setup buffers inserted after CTS=0, gr usage total=around 14%, Worst-path clk slew=0.06 ns, Unique cell types=32, FMAX=348 MHz, worst hold path class=reg2reg, NetSw=between 0.3 and 0.4 mW, Avg Inst Size Synth=14.0 um^2, GRT met2 Usage=20.5%, dpl cell area=5700 um^2, Sequential Power Share=between 40% and 50%, LEAKAGE=about 2.6 nW, Slew HR=between 40% and 50%, asr flop ratio synth=between 90% and 100%, cycle use final=a little over half, Critical Path RT=4.40 ns, Cell Chain, Critical Path=or2b_1 > a21boi_0 > clkdlybuf4s50_1, synthesized cell area=approximately 3700 um^2, final hold violation count=0, Worst Hold Launch=haddr_reg[4], Syn. warnings=1, I/O pin cnt=190, P per Cell Area=between 300 and 400 nW/um^2, Sum Neg Setup Slack=0 ns, layout cell share with drive strength beyond 1=a little under a fifth, Die Y=~110 um, Peak supply drop=0.000130 V, crit-path max FO=8, tally of non-filler cells in the final layout=627, Final setup viols=0, met3 track demand over resource=roughly 3.2%, fin worst setup slack=approximately 2.6 ns, CTS tree=done, post-route core utilization=50.0%, total iterations of the first detailed-routing run=4, Yosys Instances=268, worst r2r dst=prdata_reg[0], Log Warnings=29, row cnt=~40, status=finished, final reports clean, DRC=0, Num CTS Buffers=9, port bufs=~180, largest net degree at the start of global routing=roughly 50, clock tree buffer depth=2, Die Wd=approximately 110 um, FILL cells=1068, Syn Inst Count=between 200 and 300, Clock Skew=roughly 0.0077 ns, RSZ-0062 raised after global routing=no, DR vias/cell=about 4.3, fp_density=31.0%, Sw Share=around a fifth, register-to-register setup slack=around 3.7 ns, cell internal pwr=approximately 1.6 mW, combinational share of power=between 20% and 30%, Layout area overhead=61.3%, Top Layout Cells=clkdlybuf4s50_1, dfrtp_1, nand2_1, GRT met1 Usage=a little over a fifth, post-CTS resize count=0, Buf+Inv Stages, Crit Path=1, area of the core=about 12000 um^2, root buf cell=clkbuf_16, worst hold slack=around 0.47 ns, ys flop type=dfrtp_1, ANT nets after route=0, routed len/inst=roughly 13 um, vias in the first global route=~2700, flip-flops with a built-in enable=0, via count=approximately 2700, register pins left without a clock=3, endpoints left unconstrained=6, largest stage delay on the critical path=roughly 0.5 ns, CP startpoint kind=register, chip area in the Yosys report=3740 um^2, GPL Wtd Cong=~0.76, CP top delay family=buffers and inverters
power by group through the flow:
stage / Clock (mW) / Sequential [mW] / Combinational, mW
4_1_cts: 0.719 / 0.855 / 0.448
5_1_grt: 0.753 / 0.870 / 0.480
6_report: 0.695 / 0.854 / 0.439
tightest hold or removal path: stages, from the launching register on:
cell     delay (ns)
dfrtp_1        0.34
nand2_1        0.05
nand2_1        0.06
kinds of logic after synthesis:
| family | after synthesis | share of synthesized area, % |
|---|---|---|
| flops | 91 | 60.9 |
| simple gates | 78 | 9.70 |
| mux | 64 | 22.3 |
| compound gates | 16 | 2.68 |
| buf+inv | 15 | 3.18 |
| latches | 3 | 1.20 |
| other cells | 1 | 0.100 |
layout make-up:
| class | instances | area, um^2 | share of cell area, % |
|---|---|---|---|
| Tap cell | 168 | 210 | 3.48 |
| Inverter | 3 | 11.3 | 0.187 |
| Timing Repair Buffer | 186 | 1850 | 30.7 |
| Clock buffer | 12 | 236 | 3.92 |
| Clock inverter | 4 | 98.8 | 1.64 |
| Sequential cell | 94 | 2320 | 38.5 |
| Multi-Input combinational cell | 160 | 1300 | 21.6 |
worst max path at each step:
stage	from	end	slack (ns)	cells past startpoint
after global routing	cstate[0]	HRESP[0]	2.53	3
after CTS	cstate[0]	HRESP[0]	2.58	3
final	cstate[0]	HRESP[0]	2.62	3
metal layers:
layer	share of wire (%)	vias up
met5	0	-
met4	1.8	0
met3	6.9	11
met2	47	92
met1	44	1317
li1	-	1268
synthesized netlist by cell type (3+ instances only):
library cell	n	area share [%]
buf_2	5	0.67
mux2_4	30	12
dlxtn_1	3	1.2
o21ai_0	7	0.94
nand2_1	59	5.9
dfrtp_1	91	61
buf_12	3	1.6
inv_1	3	0.30
and2_1	3	0.50
mux2_2	34	10
Power and IR drop assume default switching activity.
